<file path="config.mk">
export PLATFORM = sky130hd
export DESIGN_NAME = tictactoe
export DESIGN_NICKNAME = tictactoe
export VERILOG_FILES = /design/flow/design.v
export SDC_FILE = /design/flow/constraint.sdc
export NUM_CORES = 4
export LEC_CHECK = 1
export CORE_AREA = 10 10 70 70
export DIE_AREA = 0 0 80 80
</file>
<file path="constraint.sdc">
current_design tictactoe

set clk_period 1.6
set clk_io_pct 0.2

create_clock -name clk0 -period $clk_period

set non_clock_inputs [all_inputs -no_clocks]
set_input_delay [expr $clk_period * $clk_io_pct] -clock clk0 $non_clock_inputs
set_output_delay [expr $clk_period * $clk_io_pct] -clock clk0 [all_outputs]
</file>
<file path="design.v">
module tictactoe (
input logic clk,
input logic [0:8] x,
input logic [0:8] o,
output logic error,
output logic full,
output logic winX,
output logic winO,
output logic noWin);
assign error = |(x & o);
assign full = &(x | o);
assign winX = ~error * (&(x[0:2]) | &(x[3:5]) | &(x[6:8]) | x[0]*x[3]*x[6] |  x[1]*x[4]*x[7] | x[2]*x[5]*x[8] | x[0]*x[4]*x[8] | x[2]*x[4]*x[6]);
assign winO = ~error * (&(o[0:2]) | &(o[3:5]) | &(o[6:8]) | o[0]*o[3]*o[6] |  o[1]*o[4]*o[7] | o[2]*o[5]*o[8] | o[0]*o[4]*o[8] | o[2]*o[4]*o[6]);
assign noWin = ~error * ~(winX | winO);
endmodule
</file>
<file path="run.sh">
#!/bin/bash
# OpenROAD 26Q1-2900-gdf79404cd8, Yosys 0.63+post, stock flow scripts
make -C /OpenROAD-flow-scripts/flow DESIGN_CONFIG=/design/flow/config.mk WORK_HOME=/design/flow/orfs finish
</file>
==> flow_metrics.tcl <==
# implementation run metrics
set metrics [dict create \
    num-fill-cells 380 \
    grt-ovfl-total 0 \
    required_ps 1280 \
    fin_area_um2 657 \
    num_rows 21 \
    top_cell_area_share_pct 27.7 \
    finalHoldViolCount 0 \
    critical_path.endpoint_type "output port" \
    antenna_found_initial 0 \
    combPwrFrac_pct 100.0 \
    vdd_drop_max_mv 0.0402 \
    setup_viol_count_final 3 \
    grt_max_degree 6 \
    syn_to_final_growth_pct 197 \
    route.antenna.diode_count 0 \
    via_per_inst 3.93 \
    worst_slack_ps -84.3 \
    power_density_nw_per_um2 259 \
    cap_viol_max_count 0 \
    nClkBuffers 0 \
    die-area_um2 6400 \
    gp_congestion 0.892 \
    ys_warn_count 0 \
    tns_ps -235 \
    yosysCellCount 29 \
    power_frac_seq_pct 0 \
    cp_max_fo 4 \
    topCellsByArea "a22o_1, a22oi_1, a22o_2" \
    dp.cells 109 \
    grt_pass1_vias 458 \
    wl_met2_um 622 \
    yosys.area.top_type "a22o_1" \
    finalClockPeriodUsage_pct 105 \
    synth.distinct_cells 13 \
    grt_usage_pct 3.90 \
    switching_power_uw 66.7 \
    grt_setup_unrepaired "yes" \
    regArea_um2 0 \
    synth_area_um2 221 \
    max_slew_margin_pct 78.9 \
    worstMarginPinSlew_ps 316 \
    arrival_ps 1360 \
    stdcell_count 115 \
    numPortBuffers 23 \
    num_vias 452 \
    p_leak_nw 0.282 \
    period_minus_slack_ps 1680 \
    routed.top_layer "met3" \
    m1WireLength_um 615 \
    crit_type "input port to output port" \
    violations "negative setup slack" \
    pin_count 24 \
    hpwl_um 1050 \
    wl_met3_um 91 \
    avgSynthCellArea_um2 7.64 \
    holdCritStartpoint "x[3]" \
    firstDrtPassIters 5 \
    design.seq.count 0 \
    synthCells 29 \
    ys_seq_share_pct 0 \
    finalMaxSlewViolations 0 \
    p_sw_share_pct 39.3 \
    whs_path_depth 4 \
    top_cell "a22o_1" \
    routed_wl_um 1330 \
    clock.fmax_mhz 594 \
    die_w_um 80 \
    post_drt_wl_per_cell_um 11.6 \
    cp-start-kind "input port" \
    drc 0 \
    ys_top_cells_by_count "a22o_1, a22oi_1, o22ai_1" \
    yosysChipArea_um2 221 \
    internal_power_uw 103 \
    layout-drive-gt1-share_pct 73.9 \
    power_uw 170 \
    status "finished, violations left" \
    drt_iter0_markers 21 \
    antenna_left 0 \
    hold-worst-slack_ps 989 \
    warning_count 35 \
    placed_area_um2 592 \
    core_area_um2 3420 \
    clockPowerShare_pct 0 \
    fp.dieH_um 80 \
    holdPathEnd "full" \
    grt_pass1_wl_um 2170 \
    hold_path_class "input port to output port" \
    initCoreUtil_pct 6.48 \
]
## layout make-up
cell class                 instances  area [um^2]  share of cell area (%)
timing repair buffer              40          345                    52.6
tap                               46         57.6                    8.76
multi-input combinational         29          254                    38.7
## metrics by stage
step	util [%]	worst slack, ps
2_1_floorplan	-	301
4_1_cts	18.6	-92.4
3_5_place_dp	17.3	-822
6_report	19.2	-84.3
3_3_place_gp	17.3	-815
5_1_grt	19.2	-184
## worst max-delay path, stage by stage
cell and delay, ps:
buf_6 100, a22o_1 220, a221oi_2 190, nand3_2 170, buf_6 160, nor3_2 90, buf_2 110
## layout by cell type, fill, tap and decap left out
cell,n
buf_8,1
a222oi_1,1
clkbuf_2,1
o221ai_1,1
a221oi_2,1
o22ai_1,3
nand2_1,2
buf_4,12
a22oi_2,5
buf_6,10
nor3_1,1
clkdlybuf4s15_1,1
nor3_2,1
a22o_1,7
a21oi_2,2
clkdlybuf4s15_2,6
nand3_2,1
buf_2,9
a22o_2,2
nor2_1,2
## per-layer routing
metal  track usage [%]  up-vias
met5                 0        -
met4                 0        0
met3             0.795        0
met2              6.90       14
met1              5.01      221
li1                  -      217
## timing repair
item,CTS,global route
setup buffers,5,1
endpoints found under the setup margin,5,5
hold buffers,0,0
gates resized,96,6
pin swaps,12,1
## worst max-delay path by stage
stage            to  cells after the start  from
CTS           noWin                      7  o[3]
global route  noWin                      6  x[8]
finish        noWin                      7  o[3]
## logic make-up after synthesis
group / count (synthesis) / synth area share, %
and+or+nand+nor: 7 / 18.1
AOI/OAI and AO/OA: 22 / 81.9
## power by group through the flow
stage / Sequential [mW] / Clock [mW] / Combinational (mW)
after CTS: 0 / 0 / 0.164
after global routing: 0 / 0 / 0.182
final: 0 / 0 / 0.170
Power is estimated from default activity; no workload was simulated.
