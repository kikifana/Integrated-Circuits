===== flow/config.mk =====
export PLATFORM = sky130hd
export DESIGN_NAME = top_RPC
export DESIGN_NICKNAME = top_RPC
export VERILOG_FILES = /design/flow/design.v
export SDC_FILE = /design/flow/constraint.sdc
export NUM_CORES = 4
export LEC_CHECK = 1
export CORE_AREA = 10 10 70 70
export DIE_AREA = 0 0 80 80

===== flow/run.sh =====
#!/bin/bash
# OpenROAD 26Q1-2900-gdf79404cd8, Yosys 0.63+post, stock flow scripts
make -C /OpenROAD-flow-scripts/flow DESIGN_CONFIG=/design/flow/config.mk WORK_HOME=/design/flow/orfs finish

===== flow/constraint.sdc =====
current_design top_RPC

set clk_period 1.9
set clk_io_pct 0.2

create_clock -name clk0 -period $clk_period

set non_clock_inputs [all_inputs -no_clocks]
set_input_delay [expr $clk_period * $clk_io_pct] -clock clk0 $non_clock_inputs
set_output_delay [expr $clk_period * $clk_io_pct] -clock clk0 [all_outputs]

===== flow/design.v =====
module top_RPC
(
 input logic [2:0] inA,
 input logic [2:0] inB,
 output logic valid,
 output logic tie,
 output logic winA,
 output logic winB
);
  logic outA,outB;
  logic inA1,inA2,inA3,inB1,inB2,inB3;
  assign outA = (~inA[0] & inA[1] & ~inA[2] | ~inA[0] & ~inA[1] &inA[2] | inA[0] & ~(inA[1] & inA[2]));
  assign outB = (inB[0] & ~(inB[1] & inB[2]) | ~inB[0] & inB[1] & ~inB[2] | ~(inB[0] & inB[1]) & inB[2]);
  assign valid = (outA & outB);
  assign tie = (valid & ~winA & ~winB);
  assign inA1 = (inA[0] & inB[2]);
  assign inA2 = (inA[1] & inB[0]);
  assign inA3 = (inA[2] & inB[1]);
  assign winA = (inA1 & inA2 & inA2);
  assign inB1 = (inA[0] & inB[1]);
  assign inB2 = (inA[1] & inB[2]);
  assign inB3 = (inA[2] & inB[0]);
  assign winB = (inB1 | inB2 | inB3);
endmodule

==> results_dict.tcl <==
# collected from the flow reports
set metrics [dict create \
    chipArea_mm2 0.00640 \
    place_hpwl_um 436 \
    yosys_area_um2 77.6 \
    grt_max_degree 7 \
    top_logic_kind "simple AND/OR/NAND/NOR gates" \
    min_from "inA[0]" \
    holdPathEnd "tie" \
    status "complete, no violations" \
    ir_drop_mv 0.0266 \
    cts_hold_buf 0 \
    gp_congestion 0.629 \
    initialDrtViolationCount 60 \
    floorplan.io_pins 10 \
    p_total_mw 0.0358 \
    synth-seq-area-share 0 \
    first_global_vias 130 \
    crit_chain "dlygate4sd2_1, a222oi_1, inv_1, clkdlybuf4s50_1" \
    synth.cellmix.xorXnorShare 0 \
    final_antenna_net_count 0 \
    grt_usage 0.0148 \
    antenna_found_initial 1 \
    holdWs_ps 1320 \
    top_area_frac 0.194 \
    post_cts_buffers 0 \
    avgSynthCellArea_um2 7.76 \
    cp_slowest_stage_delay_ps 410 \
    compound_area_frac 0.435 \
    drive_above_1_share 0.300 \
    slew_violations 0 \
    top_area_cell "nor3_1" \
    cpLargestDelayFamily "buffers and inverters" \
    die_x_um 80 \
    ys_cells 10 \
    worst_pin_slew_ps 371 \
    first_pass_iters 4 \
    path_buffers 3 \
    leakage_nw 0.0738 \
    rows 21 \
    core_area_mm2 0.00342 \
    ys_sh_simple 0.516 \
    cp_max_fo 5 \
    hp-class "in -> out" \
    syn_to_final_growth_pct 187 \
    drt_wl_total_um 496 \
    crit_slowest_cell "clkdlybuf4s50_1" \
    final_hold_viol_count 0 \
    vias_per_cell 1.99 \
    mi_logic_area_um2 78.8 \
    portBuffers 10 \
    wire_per_inst_um 7.40 \
    grt_setup_unrepaired "false" \
    cp.required_ps 1520 \
    max_slew_margin 0.750 \
    pre_cts_ws_ps -332 \
    netlist_area_um2 77.6 \
    design.seq.count 0 \
    die_y_um 80 \
    final.setup.tns_ps 0 \
    drc 0 \
    period_minus_slack_ps 1810 \
    crit_arrival_ps 1430 \
    synthCells 10 \
    final.fill_count 415 \
    top_cells_by_area "nor3_1 19%, nor4b_2 19%, a222oi_1 13%" \
    drv_cap 0 \
    setup_slack_ps 88.9 \
    hold_path_depth 4 \
    yosysUniqueCellTypes 8 \
    powerDensity_mw_per_mm2 161 \
    initCoreUtil 0.0227 \
    mux_area_frac 0 \
    n_clock_buffer 0 \
    endpoint_kind "primary output" \
    dr_total_vias 133 \
    grt_pass1_wl_um 745 \
    grt-ovfl-total 0 \
    synth-adder-area-share 0 \
    yosys_warnings 0 \
    max_freq_ghz 0.552 \
    most_common_cell "nor3_1" \
    log.warning_count 32 \
    final-seq-area_um2 0 \
    crit_path_start_kind "input port" \
    setup_viol 0 \
    crit_type "in -> out" \
    min_period_over_period 0.953 \
]
-- placed cells by master, fill, tap and decap left out, drive strengths merged --
master and count:
diode 1, a22o 1, a222oi 1, clkbuf 3, dlygate4sd2 4, nor3 3
clkdlybuf4s50 2, o21ai 1, nor4b 1, and4 1, inv 1, clkdlybuf4s15 1
a32o 1
-- timing repair --
action                                  4_1_cts  5_1_grt
resized                                       9        7
endpoints found under the hold margin         0        0
endpoints found under the setup margin        4        1
pin swaps                                     0        1
-- metal layers --
metal	vias to the layer above	global-route usage	wire length, um	part of all wire
li1	67	-	-	-
met1	54	0.0237	249	0.50
met2	12	0.0144	141	0.28
met3	0	0.0114	105	0.21
met4	0	0	0	0
met5	-	0	0	0
-- logic make-up after synthesis --
group                  after synthesis
AND-OR/OR-AND                        4
AND/OR/NAND/NOR                      5
buffers and inverters                1
-- power breakdown --
part / switching (mW) / internal, mW / total [mW]
sequential: 0 / 0 / 0
combinational: 0.0149 / 0.0210 / 0.0358
clock: 0 / 0.0000000703 / 0.0000000703
total: 0.0149 / 0.0210 / 0.0358
-- through the flow --
| stage | instances | util | instance area, um^2 |
|---|---|---|---|
| 3_5_place_dp | 66 | 0.0689 | 235 |
| 5_1_grt | 67 | 0.0652 | 223 |
| 2_1_floorplan | 10 | - | 77.6 |
| 3_3_place_gp | 66 | 0.0689 | 235 |
| 6_report | 67 | 0.0652 | 223 |
| 4_1_cts | 66 | 0.0674 | 230 |
-- worst max-delay path by stage --
| stage | startpoint | to | slack [ps] | depth (start not counted) |
|---|---|---|---|---|
| 6_report | inB[0] | winB | 90 | 4 |
| 5_1_grt | inB[0] | winB | 10 | 4 |
| 4_1_cts | inB[2] | winB | 7 | 4 |
-- final cells by class --
class,instances,area share
Antenna cell,1,0.0112
Multi-Input combinational cell,9,0.354
Inverter,1,0.0169
Timing Repair Buffer,10,0.360
Tap cell,46,0.258
Power and IR drop assume default switching activity.
